$ cat ./config.mk
export PLATFORM = sky130hd
export DESIGN_NAME = LFSR_one_spike_picker
export DESIGN_NICKNAME = LFSR_one_spike_picker
export VERILOG_FILES = /design/flow/design.v
export SDC_FILE = /design/flow/constraint.sdc
export NUM_CORES = 4
export LEC_CHECK = 1
export CORE_AREA = 10 10 70 70
export DIE_AREA = 0 0 80 80
$ cat ./constraint.sdc
current_design LFSR_one_spike_picker

set clk_period 2.7
set clk_io_pct 0.2

create_clock -name clk0 -period $clk_period [get_ports {clk}]

set non_clock_inputs [all_inputs -no_clocks]
set_input_delay [expr $clk_period * $clk_io_pct] -clock clk0 $non_clock_inputs
set_output_delay [expr $clk_period * $clk_io_pct] -clock clk0 [all_outputs]
$ cat ./design.v
package pa_SnnAccelerator;
    localparam int INTEGER_PRECISION                    = 16;
    localparam int WII_PRECISION                        = 17;
    localparam int FLOATING_PRECISION                   = 47;
    localparam int FP_WIDTH                             = 64;
    localparam leakage_cofficient_excitatory            = 64'b0000000000000000011111101011100111110011111101001010111001110011;  
    localparam leakage_cofficient_inhibitory            = 64'b0000000000000000011100111101000110110110011001110101010010101100;  
    localparam potent_rest_inhibitory                   = 64'b1111111111100010000000000000000000000000000000000000000000000000;  
    localparam potent_reset_inhibitory                  = 64'b1111111111101001100000000000000000000000000000000000000000000000;  
    localparam potent_thres_inhibitory                  = 64'b1111111111101100000000000000000000000000000000000000000000000000;  
    localparam synapse_weight_excitatory_to_inhibitory  = 64'b0000000000001011010000000000000000000000000000000000000000000000;  
    localparam synapse_weight_lateral_inhibition        = 64'b1111111111000100000000000000000000000000000000000000000000000000;  
    localparam potent_rest_excitatory                   = 64'b1111111111011111100000000000000000000000000000000000000000000000;  
    localparam potent_reset_excitatory                  = 64'b1111111111100010000000000000000000000000000000000000000000000000;  
endpackage
package pa_SnnAccelerator;
    localparam int INTEGER_PRECISION                    = 16;
    localparam int WII_PRECISION                        = 17;
    localparam int FLOATING_PRECISION                   = 47;
    localparam int FP_WIDTH                             = 64;
    localparam leakage_cofficient_excitatory            = 64'b0000000000000000011111101011100111110011111101001010111001110011;  
    localparam leakage_cofficient_inhibitory            = 64'b0000000000000000011100111101000110110110011001110101010010101100;  
    localparam potent_rest_inhibitory                   = 64'b1111111111100010000000000000000000000000000000000000000000000000;  
    localparam potent_reset_inhibitory                  = 64'b1111111111101001100000000000000000000000000000000000000000000000;  
    localparam potent_thres_inhibitory                  = 64'b1111111111101100000000000000000000000000000000000000000000000000;  
    localparam synapse_weight_excitatory_to_inhibitory  = 64'b0000000000001011010000000000000000000000000000000000000000000000;  
    localparam synapse_weight_lateral_inhibition        = 64'b1111111111000100000000000000000000000000000000000000000000000000;  
    localparam potent_rest_excitatory                   = 64'b1111111111011111100000000000000000000000000000000000000000000000;  
    localparam potent_reset_excitatory                  = 64'b1111111111100010000000000000000000000000000000000000000000000000;  
endpackage
package pa_SnnAccelerator;
    localparam int INTEGER_PRECISION                    = 16;
    localparam int WII_PRECISION                        = 17;
    localparam int FLOATING_PRECISION                   = 47;
    localparam int FP_WIDTH                             = 64;
    localparam leakage_cofficient_excitatory            = 64'b0000000000000000011111101011100111110011111101001010111001110011;  
    localparam leakage_cofficient_inhibitory            = 64'b0000000000000000011100111101000110110110011001110101010010101100;  
    localparam potent_rest_inhibitory                   = 64'b1111111111100010000000000000000000000000000000000000000000000000;  
    localparam potent_reset_inhibitory                  = 64'b1111111111101001100000000000000000000000000000000000000000000000;  
    localparam potent_thres_inhibitory                  = 64'b1111111111101100000000000000000000000000000000000000000000000000;  
    localparam synapse_weight_excitatory_to_inhibitory  = 64'b0000000000001011010000000000000000000000000000000000000000000000;  
    localparam synapse_weight_lateral_inhibition        = 64'b1111111111000100000000000000000000000000000000000000000000000000;  
    localparam potent_rest_excitatory                   = 64'b1111111111011111100000000000000000000000000000000000000000000000;  
    localparam potent_reset_excitatory                  = 64'b1111111111100010000000000000000000000000000000000000000000000000;  
endpackage
module LFSR_one_spike_picker #(
    parameter total_number_pixels = 784 
)(
    input                                           clk,
    input                                           reset,
    input                                           enable,  
    output reg [6:0]                                random_number  
);
    reg [6:0]        lfsr_reg;
    integer           i;
    assign random_number = lfsr_reg >= 7'd100 ? 7'd100 : lfsr_reg;  
    always_ff @(posedge clk, posedge reset) begin
       if(reset) begin
        lfsr_reg <= 7'd53;  
       end else if(enable) begin
             lfsr_reg[6:1] <= lfsr_reg[5:0];
             lfsr_reg[0]    <= ~(lfsr_reg[6] ^ lfsr_reg[4] ^ lfsr_reg[0]); 
          end
    end
endmodule
$ cat ./run.sh
#!/bin/bash
# OpenROAD 26Q1-2900-gdf79404cd8, Yosys 0.63+post, stock flow scripts
make -C /OpenROAD-flow-scripts/flow DESIGN_CONFIG=/design/flow/config.mk WORK_HOME=/design/flow/orfs finish
==> impl_metrics.toml <==
# generated from flow reports
[run_status]
status = "completed"

[finish]
largest_reg_flops = 7
area_growth_syn_to_layout_pct = 48.1
instances_no_fill = 84
area.sequential_um2 = 180
multi_input_comb_area_um2 = 139
num-fill-cells = 393
fraction_of_final_layout_cells_with_drive_strength_greater_than_1 = 0.368

[clock_network]
postCtsHoldBufs = 0
clk_root_buffer_cell = "clkbuf_4"
numCtsBuffers = 3
cts.clk_slew.worst_paths_ps = 50
max_buffers_root_to_sink = 2
htreeDepth = 1
cell_resize_tally_after_clock_tree_synthesis = 0
worstSkewPairLatency_ps = 240
cts_tree = "done"
cts_setup_buffers = 0
clock_sink_count = 7

[critical_path]
timing.critical_path.required_ps = 2160
critPathArrivalTime_ps = 1660
critical_path.cell_chain = "o311ai_1 > and2_1 > clkdlybuf4s50_1"
largest_fanout_on_the_critical_path = 5
cp-start-kind = "register"
critPathMaxStageDelay_ps = 460
critPathTopFamily = "buffers and inverters"
critPathSlowestCell = "clkdlybuf4s50_1"
worstSetupPathType = "reg2out"
worstPathBufferInverterCount = 1
timing.critical_path.to_type = "output pin"

[yosys]
synth_cells = 28
yosysTopAreaCellShare = 0.313
postSynthSeqShare = 0.537
postSynthAreaPerCell_um2 = 12.0
ys_seq_elements = 7
yosysWarnings = 2
ys_top_cells_by_area = "dfstp_2 (31%), dfrtp_1 (22%), mux2_2 (20%)"
synth_cell_type_count = 13
ys_cells = 28
yosys-stat-area_um2 = 335
synth.cell_area_um2 = 335
top_area_cell = "dfstp_2"

[drt]
routed_wl_um = 645
number_of_vias_after_detailed_routing = 230
drt_iter0_drc = 2
wire_per_inst_um = 7.68
route.antenna.remaining_nets = 0
routed_via_density = 2.74
drt_pre_antenna_iters = 3
route.antenna.diode_count = 0
post-route-drc-count = 0

[final_timing]
fin_setup_tns_ps = 0
relSlewSlack = 0.771
postLayoutSetupSlackWorst_ps = 503
worst-slew-pin-transition_ps = 338
hold_violations = 0
min_period_ps = 2200
rsz_0062_raised_after_global_routing = "false"
clock.fmax_ghz = 0.455
final-max-slew-violation-count = 0
finalSetupViolCount = 0
clock_skew_ps = 1.13
timing.final.crit_share = 0.814

[global_route]
grt_pass1_wl_mm = 1.10
globalRoute.totalOverflow = 0
grt_util_all_layers = 0.0216
grt_max_degree = 8
grt_pass1_vias = 248
antenna_found_initial = 0

[power_and_ir_drop]
clock_power_share = 0.151
vdd.ir_drop.worst_v = 0.000143
power.combinational.fraction = 0.430
p_per_area_nw_per_um2 = 1170
power.share.sequential = 0.418
power_leakage_nw = 0.181
power.share.switching = 0.257
internal-power_w = 0.000432
p_switching_w = 0.000149

[min_path]
timing.hold.worst.class = "reg2reg"

[floorplan]
boundaryPins = 10
num_rows = 21
initial_core_util = 0.0982
coreArea_um2 = 3420
fp.dieH_um = 80
die_width_um = 80
floorplan.die_area_um2 = 6400

[placed_design]
place.gp.congestion = 0.716
place.detailed.instances = 80
place.port_buffers = 9
dpl_worst_slack_ps = 729

[job]
warnings = 25
max_cap_violations = 0
-- power by group through the flow --
stage                 combinational [W]  sequential [W]  clock (W)
final                          0.000250        0.000243  0.0000879
after global routing           0.000280        0.000256   0.000103
after CTS                      0.000260        0.000244  0.0000944
-- metal layers --
metal	track usage	share of wire	routed length, µm
met3	0.0125	0.11	72
met2	0.0401	0.54	346
met4	0.0106	0.016	10
met1	0.0175	0.33	215
met5	0	0	0
-- final timing paths --
path                        startpoint          endpoint  slack [ps]  cells past startpoint
min                        lfsr_reg[0]       lfsr_reg[0]         500                      1
max                        lfsr_reg[3]  random_number[0]         500                      3
min reg2reg                lfsr_reg[0]       lfsr_reg[0]         500                      1
max in group asynchronous        reset       lfsr_reg[5]        1920                      2
min in group asynchronous        reset       lfsr_reg[1]         520                      2
max reg2reg                lfsr_reg[4]       lfsr_reg[0]        1680                      3
-- worst reg2reg max path: cells and delay by family, from the launching register on --
kind / cells / cell delay, ps
flops: 1 / 570
xor+xnor: 2 / 290
simple gates: 1 / 80
-- metrics by stage --
stage	cell area, µm²	power (W)	utilization	hold WS (ps)
after floorplan	335	0.000347	-	340
after global placement	470	0.000500	0.138	485
after detailed placement	470	0.000504	0.138	490
after CTS	497	0.000598	0.145	500
after global routing	497	0.000639	0.145	515
final	497	0.000581	0.145	495
-- cell usage after synthesis --
master / number
mux2_2: 6
dfstp_2: 4
and2_1: 3
dfrtp_1: 3
clkbuf_1: 2
nand2_1: 2
xnor2_1: 2
and2_2: 1
buf_2: 1
inv_1: 1
nor2_1: 1
o21bai_1: 1
o311ai_1: 1
-- placed cells by master, fill, tap and decap left out --
cell type / instances
o21bai_1: 1
o311ai_1: 1
inv_1: 1
mux2_2: 6
and2_1: 3
and2_2: 1
clkbuf_1: 1
xnor2_1: 2
nor2_1: 1
dfrtp_1: 3
clkbuf_4: 3
dfstp_2: 4
clkdlybuf4s50_1: 9
nand2_1: 2
-- logic make-up (layout without fill, tap and decap cells) --
kind of cell              count (synthesis)  after routing  share of synthesized area
DFF                                       7              7                      0.537
and+or+nand+nor                           7              7                      0.112
muxes                                     6              6                      0.201
buffers and inverters                     4             14                     0.0485
AOI/OAI and AO/OA                         2              2                     0.0485
xor gates and xnor gates                  2              2                     0.0522
-- area by class of cell --
type                    count  area share
flip-flops and latches      7       0.363
multi-input cells          17       0.280
repair buffers              9       0.181
well taps                  46       0.116
clock buffers               4      0.0529
inverters                   1     0.00756
Power and IR drop assume default switching activity.
